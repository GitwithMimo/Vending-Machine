<file path="flow/design.v">
`timescale 1ns / 1ps
module vending_machine_fpga(clk,rst,coin,d,enable,an);
input clk,rst;
input[2:0]coin;
output reg[6:0]d;
input  enable;
output reg [7:0] an;
parameter s0=3'b000,
          s1=3'b001,
          s2=3'b010,
          s3=3'b011;
 reg[2:0]pre,next;
reg [2:0] delivery,change;
 always@(posedge clk)
 begin
    if(rst)
      pre<=s0;
    else
      pre<=next;
 end
 always@(*)
 begin
   next=s0;
   case(pre)
   s0: if(coin==1)
          next=s1;
       else if(coin==2)
           next=s2;
       else if(coin==5)
          next=s3;
       else if(coin==0 || coin==3 || coin>5)
          next=s0;
   s1: if(coin==1)
          next=s2;
       else if(coin==2)
          next=s3;
       else if(coin==5)
          next=s3;
       else if(coin==3 || coin>5)
          next=s0;
       else
          next=s1;
    s2: next=s0;
    s3: next=s0;
    default: next=s0;
   endcase
 end
 always@(posedge clk)
   begin
      delivery<=0;
      change<=0;
      case(pre)
      s0:if(coin==2)
           delivery<=1;
         else if(coin==5)
           begin
            delivery<=1;
            change<=3;
           end
      s1: if(coin==1)
          delivery<=1;
          else if(coin==2)
           begin
             delivery<=1;
             change<=1;
           end
           else if(coin==5)
            begin
              delivery<=1;
              change<=4;
            end   
       default: begin
                 delivery<=0;
                  change<=0;
                end
       endcase
      end
always @(posedge clk) begin 
if(enable)  begin 
an=8'b11110111;
case(change)
3'b011: d= 7'b0000110;
3'b001: d=7'b1001111;
3'b100: d = 7'b1001100;
default: d=7'b0000001;
endcase
end
else  begin 
an = 8'b11111110;
case(delivery)
3'b001: d=7'b1001111;
default: d=7'b0000001;
endcase
end  
end 
endmodule
</file>
<file path="flow/run.sh">
#!/bin/bash
# OpenROAD 26Q1-2900-gdf79404cd8, Yosys 0.63+post, stock flow scripts
make -C /OpenROAD-flow-scripts/flow DESIGN_CONFIG=/design/flow/config.mk WORK_HOME=/design/flow/orfs finish
</file>
<file path="flow/config.mk">
export PLATFORM = sky130hd
export DESIGN_NAME = vending_machine_fpga
export DESIGN_NICKNAME = vending_machine_fpga
export VERILOG_FILES = /design/flow/design.v
export SDC_FILE = /design/flow/constraint.sdc
export NUM_CORES = 4
export LEC_CHECK = 1
export CORE_AREA = 10 10 78 78
export DIE_AREA = 0 0 88 88
</file>
<file path="flow/constraint.sdc">
current_design vending_machine_fpga

set clk_period 1.5
set clk_io_pct 0.2

create_clock -name clk0 -period $clk_period [get_ports {clk}]

set non_clock_inputs [all_inputs -no_clocks]
set_input_delay [expr $clk_period * $clk_io_pct] -clock clk0 $non_clock_inputs
set_output_delay [expr $clk_period * $clk_io_pct] -clock clk0 [all_outputs]
</file>
==> deck_impl_summary.md <==
Run Summary

Outcome
  – Outcome: completed

Power and ir drop
  – Total net switching power: 0.142 mW
  – Internal power: 0.617 mW
  – Cell Pwr Density: 1050 nW/um^2
  – Clock share of power: 37.4%
  – Leak: 0.301 nW
  – Reg power frac: 52.8%
  – Power share of the combinational group: 9.8%
  – Worst vdd ir: 0.262 mV
  – Pwr Total: 0.760 mW
  – Switching Fraction: 18.7%

STA
  – Setup violations, final: 0
  – F_max: 0.758 GHz
  – Minimum clock period after layout: 1.32 ns
  – Final worst slack: 0.181 ns
  – Unrepaired setup endpoints after global routing: false
  – Final Cycle Share: 87.9%
  – Slew Limit Fails: 0
  – Final hold violation count: 0
  – Post-Route Setup TNS: 0 ns
  – Post-Route Skew: 0.00269 ns
  – Final Hold Slack: 0.428 ns

Yosys
  – Synth warn: 1
  – Flops out of synthesis: 14
  – Ys cells: 52
  – Post-synth seq share: 52.6%
  – Mean Syn Cell Area: 10.3 um^2
  – Yosys stat area: 533 um^2
  – Syn Std Cell Area: 533 um^2
  – Post-synthesis cell count: 52
  – Distinct lib cells used: 21

Placed design
  – HPWL after detailed placement: 783 um
  – GPL Wtd Cong: 0.763
  – Post-placement cell count: 114
  – Port Buffers: 12
  – Pre-CTS setup slack: 0.0680 ns
  – Post-placement cell area: 681 um^2

Routing
  – WL/cell: 7.89 um
  – First-pass detailed-route iteration total: 2
  – Antenna diode count: 0
  – Routed Antenna Nets: 0
  – Via/cell ratio: 3.11
  – Final wirelength: 923 um
  – DR iter-0 viols: 40
  – DRC: 0
  – Routed via count: 364

Die
  – Initial cell density of the core: 12.1%
  – Die height: 88 um
  – Io pins: 21
  – Rows: 24
  – Core ar.: 4410 um^2
  – Total die size: 7740 um^2
  – Die X: 88 um

GRT
  – Largest net degree at the start of global routing: 8
  – Initial antenna violation count: 0
  – Vias in the first global route: 331
  – Grt ovf: 0
  – Global-route wire length before repair: 1440 um
  – Global Route Usage Sum: 2.21%

Setup path
  – Crit end category: output port
  – Critical Path Source Type: register
  – Type of the worst setup path: register to output port
  – CP Launch Point: d[3]$_DFF_P_
  – WP data arrival: 1.02 ns
  – Worst Path Buf+Inv: 1
  – Worst-path fanout max: 2
  – CP delay by family, top: buffers and inverters
  – CP cell instances: clkdlybuf4s50_1
  – Crit-path max cell delay: 0.46 ns
  – Req. time, crit path: 1.20 ns
  – Reg-to-Reg Start: change[2]$_DFF_P_
  – Reg2reg setup slack: 0.62 ns
  – Worst path slowest cell: clkdlybuf4s50_1

Cells and area
  – Post-route cell area: 722 um^2
  – Area Overhead vs Synth: 35.4%
  – Layout cell share with drive strength beyond 1: 13.8%
  – Final Non-Filler Cells: 117
  – Post-layout util: 16.4%

Clocking
  – Clock latency (worst-skew pair): 0.23 ns
  – CTS sink count: 14
  – Clk buf depth: 2
  – H-Tree Depth: 1
  – Num CTS Buffers: 3
  – PostCTS Resize Cnt: 0
  – CTS tree: built
  – CTS Hold Bufs: 0
  – CTS clk-pin slew, worst paths: 0.05 ns
  – Setup repair bufs after CTS: 0
  – Root Buffer Master: clkbuf_8

Job
  – Max cap viols: 0
  – Log Warnings: 25

Min path
  – Class of the worst hold path: register to register
  – Hold_sp: pre[3]$_DFF_P_
[path summary, 6_finish.rpt]
check,to,cells past startpoint
min,pre[0]$_DFF_P_,2
max,d[6],1
max reg2reg,d[2]$_DFF_P_,2
min reg2reg,pre[0]$_DFF_P_,2
[synth_stat cells, drive strengths merged]
master	n	area [um^2]
o211ai	1	7.51
o21bai	1	7.51
buf	9	67.6
o21ai	2	10.0
nand2b	1	6.26
and3b	1	10.0
a2bb2oi	1	8.76
inv	3	11.3
o32a	1	10.0
nand2	2	7.51
and2b	1	8.76
o22a	2	17.5
nor3	3	15.0
conb	2	7.51
nor3b	1	12.5
dfxtp	14	280
o31ai	1	7.51
and3	2	13.8
a21oi	4	23.8
[area by class of cell]
class	count	area, um^2
Tap cell	52	65.1
Clock buffer	3	41.3
Timing Repair Buffer	13	128
Inverter	3	11.3
Sequential cell	14	280
Multi-Input combinational cell	32	196
Fill cell	478	3690
[power by group through the flow]
stage | clock network (mW) | logic [mW] | registers (mW)
finish | 0.284 | 0.0748 | 0.401
global route | 0.313 | 0.0833 | 0.403
CTS | 0.293 | 0.0768 | 0.401
[per-layer routing]
layer / GRT usage [%] / vias up / routed length [um]
li1: - / 189 / -
met1: 2.66 / 162 / 420
met2: 3.70 / 13 / 411
met3: 0.935 / 0 / 92
met4: 0.290 / 0 / 0
met5: 0 / - / 0
[state kept, by name, indices dropped and copies added (netlist names)]
signal    cells
pre           4
d             4
an            2
delivery      1
change        3
[kinds of logic (layout without fill, tap and decap cells)]
family | after synthesis | in the layout | share of synthesized area, %
DFF | 14 | 14 | 52.6
AOI/OAI and AO/OA | 13 | 13 | 17.4
buffers and inverters | 12 | 19 | 14.8
and+or+nand+nor | 11 | 11 | 13.9
other | 2 | 8 | 1.41
[cell usage in the layout (no fill, tap or decap), types with 2 or more instances in the layout]
master	synthesis	routed
dfxtp_1	14	14
clkdlybuf4s50_1	0	12
conb_1	2	8
inv_1	3	3
a21oi_1	3	3
nor3_1	3	3
clkbuf_8	0	3
o22a_1	2	2
nand2_1	2	2
o21ai_0	2	2
Power and IR drop assume default switching activity.
