<file path="./design.v">
`timescale 1ns / 1ps
module vending_machine(clk,rst,coin,delivery,change);
input clk,rst;
input[2:0]coin;
output reg[2:0]delivery,change;
parameter s0=3'b000,
          s1=3'b001,
          s2=3'b010,
          s3=3'b011;
 reg[2:0]pre,next;
 always@(posedge clk)
 begin
    if(rst)
      pre<=s0;
    else
      pre<=next;
 end
 always@(*)
 begin
   next=s0;
   case(pre)
   s0: if(coin==1)
          next=s1;
       else if(coin==2)
          next=s2;
       else if(coin==5)
          next=s3;
       else if(coin==0 || coin==3 || coin>5)
          next=s0;
   s1: if(coin==1)
          next=s2;
       else if(coin==2)
          next=s3;
       else if(coin==5)
          next=s3;
       else if(coin==3 || coin>5)
          next=s0;
       else
          next=s1;
    s2: next=s0;
    s3: next=s0;
    default: next=s0;
   endcase
 end
 always@(posedge clk)
   begin
      delivery<=0;
      change<=0; 
      case(pre)
      s0:if(coin==2)
           delivery<=1;
         else if(coin==5)
           begin
            delivery<=1;
            change<=3;
           end
      s1: if(coin==1)
          delivery<=1;
          else if(coin==2)
           begin
             delivery<=1;
             change<=1;
           end
           else if(coin==5)
            begin
              delivery<=1;
              change<=4;
            end   
       default: begin
                 delivery<=0;
                  change<=0;
                end
       endcase
      end
endmodule
</file>
<file path="./run.sh">
#!/bin/bash
# OpenROAD 26Q1-2900-gdf79404cd8, Yosys 0.63+post, stock flow scripts
make -C /OpenROAD-flow-scripts/flow DESIGN_CONFIG=/design/flow/config.mk WORK_HOME=/design/flow/orfs finish
</file>
<file path="./config.mk">
export PLATFORM = sky130hd
export DESIGN_NAME = vending_machine
export DESIGN_NICKNAME = vending_machine
export VERILOG_FILES = /design/flow/design.v
export SDC_FILE = /design/flow/constraint.sdc
export NUM_CORES = 4
export LEC_CHECK = 1
export CORE_AREA = 10 10 70 70
export DIE_AREA = 0 0 80 80
</file>
<file path="./constraint.sdc">
current_design vending_machine

set clk_period 1.1
set clk_io_pct 0.2

create_clock -name clk0 -period $clk_period [get_ports {clk}]

set non_clock_inputs [all_inputs -no_clocks]
set_input_delay [expr $clk_period * $clk_io_pct] -clock clk0 $non_clock_inputs
set_output_delay [expr $clk_period * $clk_io_pct] -clock clk0 [all_outputs]
</file>
==> impl_metrics.yaml <==
# yosys + openroad results
clock_tree:
  clk_transition_reported_paths_ns: 0.05
  cts-root-buf: "clkbuf_4"
  cts.sinks: 8
  htreeDepth: 1
  cts_inserted_buffers: 3
  cts-hold-fix-buffers: 0
  cts_tree: "built"
  clk_path_buf_depth: 2
  clkLatencyLatePin_ns: 0.25
synthesis:
  netlist_area_um2: 345
  synth_seq_share_pct: 46.4
  synth_area_per_cell_um2: 9.87
  synth-seq-cells: 8
  ys_area_um2: 345
  largest_area_cell: "dfxtp_1"
  syn_inst: 35
  synth_cell_types: 21
  synth_top_area_share_pct: 46.4
  top_cells_by_area: "dfxtp_1, nand3b_1, a211oi_1"
  yosys-stat-cells: 35
  synth_warnings: 1
grt:
  grt_util_met3_pct: 1.14
  grt_use_total_pct: 2.12
  grt_max_degree: 11
  overflow: 0
  grt_antenna_before_repair: 0
  met2_usage_pct: 3.21
  grt_pass1_wl_mm: 1.10
  grt_use_met1_pct: 2.56
  first_global_vias: 253
  busiest_layer: "met2"
routing:
  first_iter_violations: 20
  totalWireLength_um: 711
  num_vias: 278
  n_antenna_cell: 0
  ant_nets: 0
  wl_per_cell_um: 7.73
  firstDrtPassIters: 3
  remaining_drc_errors: 0
  viasPerCell: 3.02
power_and_ir_drop:
  power.leakage_nw: 0.209
  ir_drop_uv: 230
  power.internal_mw: 0.470
  p_seq_share_pct: 52.1
  power_density_mw_per_mm2: 1200
  sw_frac_of_total_pct: 21.2
  p_comb_share_pct: 11.8
  clkPwrFrac_pct: 36.1
  power_mw: 0.596
  net-switching-power_mw: 0.127
critical_path:
  cp_top_family: "buffers and inverters"
  required_ns: 1.24
  start_kind: "input port"
  worstPathCellList: "clkdlybuf4s50_1, and2b_1, a32o_1"
  cpPeakStageDelay_ns: 0.55
  critPathCaptureType: "flop"
  cp_data_arrival_time_ns: 1.21
  worst-setup-path-type: "in -> reg"
  r2r_setup_slack_ns: 0.14
  crit_fanout: 10
  timing.critical_path.buf_inv: 1
  regToRegEndpoint: "delivery[0]"
  r2r_cells: 2
  critPathSlowestCell: "clkdlybuf4s50_1"
  reg2reg_from: "pre[2]"
floorplanning:
  die_w_um: 80
  core-area_mm2: 0.00342
  fp_util_pct: 10.1
  io_pins: 11
  dieArea_mm2: 0.00640
  row_count: 21
  fp.dieH_um: 80
cells_and_area:
  seq_area_um2: 160
  logic_area_um2: 159
  drive_above_1_share_pct: 13.0
  area_growth_pct: 43.5
  final_util_pct: 14.5
  fillCellCount: 383
place:
  dp_slack_ns: -0.252
  dp_hpwl_um: 522
  gp_congestion: 0.780
  port_buffers: 8
hold_path:
  hold_class: "in -> reg"
  holdPathEnd: "pre[2]"
  hold_depth: 2
  min-delay-start: "coin[1]"
run_status:
  status: "complete, no violations"
sta:
  setup_viol: 0
  drv_slew: 0
  final.min_clock_period_ns: 1.07
  period_used_pct: 97.6
  rsz0062_at_grt: "no"
  clock_skew_ns: 0.00349
  setup_slack_ns: 0.0265
  fmax_mhz: 932
  hold_viol_final: 0
job:
  cap_violations: 0
  warnings: 25
-- registers in the layout, summed over array words and instances (netlist names) --
signal,flops
delivery,1
pre,4
change,3
-- cells in the final DEF, fill, tap and decap left out --
cell type        count
and3_1               1
and2b_1              1
nand4bb_1            1
or3b_1               1
o21ai_0              2
a32o_1               1
buf_4                2
dlymetal6s2s_1       1
clkbuf_4             3
dlygate4sd2_1        4
or2_1                1
dfxtp_1              8
a21o_2               1
nand2b_1             1
nand3b_1             4
o22ai_1              1
nor3_1               1
inv_1                1
o21bai_1             1
conb_1               2
nor2_1               2
a211oi_1             2
clkdlybuf4s50_1      3
nand3_1              1
-- how the worst max path moves through the flow --
stage	slack, ns	from	to	cells after the start
finish	0.03	coin[0]	delivery[0]	3
global route	0.004	coin[0]	delivery[0]	3
CTS	0.008	coin[1]	delivery[0]	3
-- layer usage --
layer	vias to the layer above	share of wire [%]
li1	145	-
met1	125	45
met2	8	45
met3	0	10
met4	0	0
met5	-	0
-- cells in the mapped netlist --
library cell,n
dfxtp_1,8
a32o_1,1
buf_4,2
conb_1,1
inv_1,1
nand3b_1,4
nor2_1,2
nand3_1,1
a21o_2,1
a211oi_1,2
or2_1,1
and3_1,1
buf_6,1
nand2b_1,1
or3b_1,1
o22ai_1,1
o21ai_0,2
nor3_1,1
o21bai_1,1
and2b_1,1
nand4bb_1,1
-- per-stage QoR --
step	setup TNS, ns	hold WS [ns]	instance area, um^2	std cells
after floorplan	0	0.293	349	36
after global placement	-1.47	0.423	475	89
after detailed placement	-1.48	0.425	475	89
after CTS	0	0.453	493	92
after global routing	0	0.320	495	92
final	0	0.304	495	92
-- cells by family (layout without fill, tap and decap cells) --
logic type	count (synthesis)	count (layout)	synth area share [%]
compound gates	8	8	16.7
buf+inv	4	14	8.69
flops	8	8	46.4
other cells	1	2	1.09
simple gates	14	14	27.2
-- cell type report --
cell class / count / area share [%]
Inverter: 1 / 0.758
Multi-Input combinational cell: 24 / 32.1
Sequential cell: 8 / 32.3
Clock buffer: 3 / 4.55
Timing Repair Buffer: 10 / 18.7
Tap cell: 46 / 11.6
-- power by group through the flow --
stage | clock network, mW | logic (mW) | registers [mW]
global route | 0.246 | 0.0785 | 0.312
finish | 0.215 | 0.0704 | 0.311
CTS | 0.226 | 0.0712 | 0.310
-- repair_timing --
action,4_1_cts,5_1_grt
setup endpoints to repair,4,3
pin swaps,0,0
buffers inserted,0,0
gates resized,4,1
Power figures rest on the tool's default switching activity, not on a simulated workload.
